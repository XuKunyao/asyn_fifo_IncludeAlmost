$ cat design/flow/constraint.sdc
current_design asyn_fifo

set clk_period 4.8
set clk_io_pct 0.2

create_clock -name clk0 -period $clk_period [get_ports {rd_clk}]
create_clock -name clk1 -period $clk_period [get_ports {wr_clk}]

set non_clock_inputs [all_inputs -no_clocks]
set_input_delay [expr $clk_period * $clk_io_pct] -clock clk0 $non_clock_inputs
set_output_delay [expr $clk_period * $clk_io_pct] -clock clk0 [all_outputs]
$ cat design/flow/design.v
`timescale 1ns / 1ns
module asyn_fifo #(
    parameter DATA_WIDTH = 16,
    parameter PTR_WIDTH  = 8 ,
    parameter ALMOST_EMPTY_GAP = 3 ,
    parameter ALMOST_FULL_GAP  = 3
)(
    input  wr_clk,
    input  wr_rst_n,
    input  wr_en,
    input  [DATA_WIDTH-1:0] wr_data,
    input  rd_clk,
    input  rd_rst_n,
    input  rd_en,
    output [DATA_WIDTH-1:0] rd_data,
    output full,
    output almost_full,
    output wire empty,
    output wire almost_empty
    );
    wire [PTR_WIDTH:0] r2w_r_ptr_gray;
    wire [PTR_WIDTH:0] w2r_w_ptr_gray;
    wire [PTR_WIDTH:0] wr_ptr_gray;
    wire [PTR_WIDTH:0] rd_ptr_gray;
    wire [PTR_WIDTH-1:0] wr_addr;
    wire [PTR_WIDTH-1:0] rd_addr;
    wr_full #(
        .DATA_WIDTH(DATA_WIDTH),
        .PTR_WIDTH(PTR_WIDTH),
        .ALMOST_FULL_GAP(ALMOST_FULL_GAP)
    ) wr_full_inst(
        .wr_clk(wr_clk),
        .wr_rst_n(wr_rst_n),
        .wr_en(wr_en),
        .r2w_r_ptr_gray(r2w_r_ptr_gray),
        .wr_addr(wr_addr),
        .wr_ptr_gray(wr_ptr_gray),
        .full(full),
        .almost_full(almost_full)
    );
    fifo_mem #(
        .DATA_WIDTH(DATA_WIDTH),
        .PTR_WIDTH(PTR_WIDTH)
    ) fifo_mem_inst(
        .wr_clk(wr_clk),
        .wr_rst_n(wr_rst_n),
        .wr_en(wr_en),
        .wr_addr(wr_addr),
        .wr_data(wr_data),
        .full(full),
        .rd_clk(rd_clk),
        .rd_rst_n(rd_rst_n),
        .rd_en(rd_en),
        .rd_addr(rd_addr),
        .empty(empty),
        .rd_data(rd_data)
    );
    rd_empty #(
        .DATA_WIDTH(DATA_WIDTH),
        .PTR_WIDTH(PTR_WIDTH),
        .ALMOST_EMPTY_GAP(ALMOST_EMPTY_GAP)
    ) rd_empty_inst(
        .rd_clk(rd_clk),
        .rd_rst_n(rd_rst_n),
        .rd_en(rd_en),
        .w2r_w_ptr_gray(w2r_w_ptr_gray),
        .rd_addr(rd_addr),
        .rd_ptr_gray(rd_ptr_gray),
        .empty(empty),
        .almost_empty(almost_empty)
    );
    sync #(
        .DATA_WIDTH(DATA_WIDTH),
        .PTR_WIDTH(PTR_WIDTH)
    ) sync_inst(
        .wr_clk(wr_clk),
        .wr_rst_n(wr_rst_n),
        .rd_clk(rd_clk),
        .rd_rst_n(rd_rst_n),
        .wr_ptr_gray(wr_ptr_gray),
        .rd_ptr_gray(rd_ptr_gray),
        .w2r_w_ptr_gray(w2r_w_ptr_gray),
        .r2w_r_ptr_gray(r2w_r_ptr_gray)
    );
endmodule
`timescale 1ns / 1ps
module fifo_mem #(
    parameter DATA_WIDTH = 16,       
    parameter PTR_WIDTH  = 8        
)(
    input wr_clk,
    input wr_rst_n,
    input wr_en,
    input [PTR_WIDTH-1:0] wr_addr,   
    input [DATA_WIDTH-1:0] wr_data,  
    input full,
    input rd_clk,
    input rd_rst_n,
    input rd_en,
    input [PTR_WIDTH-1:0] rd_addr,   
    input empty,
    output reg [DATA_WIDTH-1:0] rd_data  
    );
    localparam DATA_DEPTH = 1 << PTR_WIDTH; 
    reg [DATA_WIDTH-1:0] mem[DATA_DEPTH-1:0];
    integer i;
    always @(posedge wr_clk or negedge wr_rst_n) begin
        if (!wr_rst_n) begin
            for(i=0;i<DATA_DEPTH;i=i+1) begin
                mem[i] <= 1'b0;
            end
        end
        else if(wr_en && !full) begin
            mem[wr_addr] <= wr_data;
        end
    end
    always @(posedge rd_clk or negedge rd_rst_n) begin
        if (!rd_rst_n) begin
            rd_data <= 'b0;
        end
        else if(rd_en && !empty) begin
            rd_data <= mem[rd_addr];
        end
    end
endmodule
`timescale 1ns / 1ps
module rd_empty #(
    parameter DATA_WIDTH = 16,
    parameter PTR_WIDTH  = 8,
    parameter ALMOST_EMPTY_GAP = 3   
)
(
    input  rd_clk,
    input  rd_rst_n,
    input  rd_en,
    input  [PTR_WIDTH:0] w2r_w_ptr_gray,     
    output [PTR_WIDTH-1:0] rd_addr,          
    output [PTR_WIDTH:0] rd_ptr_gray,        
    output wire empty,
    output wire almost_empty
);
    reg [PTR_WIDTH:0] rd_ptr;  
    wire [PTR_WIDTH:0] rd_almost_ptr;  
    assign rd_addr = rd_ptr[PTR_WIDTH-1:0];
    assign rd_ptr_gray = rd_ptr ^ (rd_ptr>>1);
    assign empty = (rd_ptr_gray == w2r_w_ptr_gray) ? 1'b1:1'b0;
    assign rd_almost_ptr[PTR_WIDTH] = w2r_w_ptr_gray[PTR_WIDTH];
    genvar i;
    generate
        for(i=PTR_WIDTH-1;i>=0;i=i-1)begin:rdgray2bin   
            assign rd_almost_ptr[i] = rd_almost_ptr[i+1] ^ w2r_w_ptr_gray[i];
        end
    endgenerate
    assign almost_empty = ((rd_almost_ptr - rd_ptr) <= ALMOST_EMPTY_GAP) ? 1'b1 : 1'b0;
    always @(posedge rd_clk or negedge rd_rst_n) begin
        if (!rd_rst_n) begin
            rd_ptr <= 'b0;
        end
        else if(rd_en && !empty) begin
            rd_ptr <= rd_ptr + 1'b1;
        end
    end
    endmodule
`timescale 1ns / 1ps
module sync #(
    parameter DATA_WIDTH = 16,
    parameter PTR_WIDTH  = 8 
)(
    input  wr_clk,
    input  wr_rst_n,
    input  rd_clk,
    input  rd_rst_n,
    input  [PTR_WIDTH:0] wr_ptr_gray,
    input  [PTR_WIDTH:0] rd_ptr_gray,
    output wire [PTR_WIDTH:0] w2r_w_ptr_gray,
    output wire [PTR_WIDTH:0] r2w_r_ptr_gray
    );
    reg [PTR_WIDTH:0] wr_ptr_gray_r[1:0];
    reg [PTR_WIDTH:0] rd_ptr_gray_r[1:0];
    assign w2r_w_ptr_gray = wr_ptr_gray_r[1];
    assign r2w_r_ptr_gray = rd_ptr_gray_r[1];
    always @(posedge rd_clk or negedge rd_rst_n) begin
        if (!rd_rst_n) begin
            wr_ptr_gray_r[0] <= 'b0;
            wr_ptr_gray_r[1] <= 'b0;
        end
        else begin
            wr_ptr_gray_r[0] <= wr_ptr_gray;
            wr_ptr_gray_r[1] <= wr_ptr_gray_r[0];
        end
    end
    always @(posedge wr_clk or negedge wr_rst_n) begin
        if (!wr_rst_n) begin
            rd_ptr_gray_r[0] <= 'b0;
            rd_ptr_gray_r[1] <= 'b0;
        end
        else begin
            rd_ptr_gray_r[0] <= rd_ptr_gray;
            rd_ptr_gray_r[1] <= rd_ptr_gray_r[0];
        end
    end
endmodule
`timescale 1ns / 1ps
module wr_full #(
    parameter   DATA_WIDTH = 16,
    parameter   PTR_WIDTH  = 8,
    parameter   ALMOST_FULL_GAP = 3
)
(
    input wr_clk,
    input wr_rst_n,
    input wr_en,
    input [PTR_WIDTH:0] r2w_r_ptr_gray,
    output full,
    output [PTR_WIDTH-1:0] wr_addr,
    output [PTR_WIDTH:0] wr_ptr_gray,
    output wire almost_full
);
    localparam DATA_DEPTH = 1 << PTR_WIDTH; 
    reg [PTR_WIDTH:0] wr_ptr;
    wire [PTR_WIDTH:0] wr_almost_ptr;
    wire [PTR_WIDTH:0] wr_almost_val;
    assign wr_addr = wr_ptr[PTR_WIDTH-1:0];
    assign wr_ptr_gray = wr_ptr ^ (wr_ptr >> 1);
    assign full = ({~wr_ptr_gray[PTR_WIDTH:PTR_WIDTH-1],wr_ptr_gray[PTR_WIDTH-2:0]} == 
                       {r2w_r_ptr_gray[PTR_WIDTH:PTR_WIDTH-1],r2w_r_ptr_gray[PTR_WIDTH-2:0]}) ? 1'b1:1'b0;
    assign wr_almost_ptr[PTR_WIDTH] = r2w_r_ptr_gray[PTR_WIDTH];
    genvar i;
    generate
        for (i=PTR_WIDTH-1;i>=0;i=i-1) begin:wrgray2bin   
            assign wr_almost_ptr[i] = wr_almost_ptr[i+1] ^ r2w_r_ptr_gray[i];
        end
    endgenerate
    assign wr_almost_val = (wr_almost_ptr[PTR_WIDTH] ^ wr_ptr[PTR_WIDTH]) ? wr_almost_ptr[PTR_WIDTH-1:0] - wr_ptr[PTR_WIDTH-1:0] : DATA_DEPTH + wr_almost_ptr - wr_ptr;
    assign almost_full = (wr_almost_val <= ALMOST_FULL_GAP) ? 1'b1 : 1'b0;
    always@(posedge wr_clk or negedge wr_rst_n)
        if (!wr_rst_n)begin
            wr_ptr <= 'b0;
            end
        else if (~full && wr_en)begin
            wr_ptr <= wr_ptr + 1'b1;
            end
    endmodule
$ cat design/flow/run.sh
#!/bin/bash
# OpenROAD 26Q1-2900-gdf79404cd8, Yosys 0.63+post, stock flow scripts
make -C /OpenROAD-flow-scripts/flow DESIGN_CONFIG=/design/flow/config.mk WORK_HOME=/design/flow/orfs finish
$ cat design/flow/config.mk
export PLATFORM = sky130hd
export DESIGN_NAME = asyn_fifo
export DESIGN_NICKNAME = asyn_fifo
export VERILOG_FILES = /design/flow/design.v
export SDC_FILE = /design/flow/constraint.sdc
export NUM_CORES = 4
export LEC_CHECK = 1
export CORE_UTILIZATION = 30
==> run notes <==
Synthesis and PnR results.

- The run finished, with violations left.
- The checks that failed: negative hold slack, max-capacitance violations, negative setup slack.
- The instance tally after logic synthesis reads 13,210.
- The arrival time of the worst setup path is 4950 ps.
- The die area reads 613,800 um2.
- Along the worst path, the maximum fanout reaches 4.
- During placement, the flow inserted port buffers numbering 40.
- The worst setup path is captured at a primary output.
- The max-capacitance violation count reads 1.
- The mean area per synthesized cell is 13.87 um2.
- The endpoint of the worst-slack reg-to-reg timing path reads fifo_mem_inst.rd_data[14].
- Along the worst hold path, the cell count comes to 2.
- The worst-case hold slack is -25.02 ps.
- The max-slew check reports its worst relative slack as 0.01302.
- The worst flop-to-flop path startpoint is rd_empty_inst.rd_ptr[0].
- The area of all placed cells without fillers reads 232,800 um2.
- For this block, wires on met1 add up to 493.1 mm.
- The floorplan step defined a core boundary enclosing 607,300 um2.
- The count of nets left with antenna violations once routing finished came out at 0.
- The power per cell area is 465.9 nW/um2.
- The number of search-and-repair iterations in the first detailed-routing pass is 6.
- dfrtp_1 is the most common cell in the netlist.
- Of all flip-flops after synthesis, the portion carrying an async set or reset was 1.000.
- The share of the core area taken by cells at floorplan is 0.3017.
- The uppermost layer routed is met5.
- The total clock sinks reads 4,166.
- In the Yosys report the total cell count is 13,210.
- The row count reads 286.
- The hold violation total from the final report reads 2.
- dfrtp_1 takes more of the synthesized area than any other cell.
- The most used flip-flop cell reads dfrtp_1.
- The count of vias placed by the detailed router is 160,300.
- The detail-routed via count per cell is 6.790.
- The worst hold path endpoint is sync_inst.rd_ptr_gray_r[0][6].
- The placed wire-length estimate after detailed placement is 1090 mm.
- The global route total overflow is 0.
- The core occupancy in the finished layout is 0.3834.
- The placed cell area is 213,800 um2.
- In the final report, the number of pins over their slew limit comes to 0.
- The script logs the mean routed wire length per placed instance as 64.56 um.
- The vertical die dimension is 783.4 um.
- On the worst setup and hold paths after CTS, the clock-pin slew comes to 80 ps.
- The proportion of netlist area held by the largest area contributor is 0.5691.
- Detailed routing placed a total of 570.7 mm of wire on met2.
- The final weighted congestion in routability-driven placement is 1.183.
- The synthesized netlist contains 63 unique library cells.
- The clock tree from TritonCTS reads done.
- The pin count of the biggest net entering global routing is 122.
- The post-detailed-routing wire length reads 1524 mm.
- Setup repair after global routing could not meet its margin everywhere.
- The placement-stage worst setup slack reads -1512 ps.
- The number of warning messages in the yosys log reads 7.
- The element type at the critical path start reads a register.
- The count of pins on the block boundary is 42.
- The residual DRC count is 0.
- By count the netlist is led by dfrtp_1, mux2_2, clkbuf_1.
- The warning total across the stage logs is 138.
- The worst voltage drop across the vdd grid reads 447.1 uV.
- Yosys mapped a number of flops with a built-in enable equal to 0.
- Before any placement, the netlist area is recorded as 183,200 um2.
- The synthesis area per yosys is 183,200 um2.
- Measured in cells, the most critical reg-to-reg path has a length of 14.
- The global-route wire length before repair is 1855 mm.
- Detailed-route iteration 0 reported a violation count of 18,930.
- By area the synthesized netlist is led by dfrtp_1, mux2_2, a22oi_1.
- The total setup violations reported at the end of the flow is 16.
- Across the routed clock network, the largest skew measured is 137.3 ps.
- The number of antenna violations at the first check in global routing is 382.
- The data required time reported for the critical path is 3840 ps.
- The transition at the pin with the smallest max-transition slack reads 1475 ps.
- STA lists the startpoint of the worst hold path as rd_empty_inst.rd_ptr[6].
- The flop-to-flop setup slack reads -310 ps.
- The chip width is 783.4 um.
- The least setup slack across all paths after layout reads -1113 ps.
- The via count of the first global-routing pass reads 143,600.
- Summed over all cells, the static leakage comes to 112.4 nW.
- For this run, the register share of the synthesized area comes to 0.5691.
- The total length of routed met3 wires is 273.9 mm.
- The kind of critical path reads reg -> out.
- Per the final layout report, the fraction of cells sized above drive strength 1 comes to 0.5071.
- Per the synth log, the flip-flop and latch total comes to 4,166.
- Summed over all routing layers, the global router reports a total usage of 0.5099.
- The worst hold-check path type reads reg -> reg.
- The area growth from synthesis to layout is 27.09%.
-- sequential cells by signal (all words and copies together), names as in the netlist --
register,cells
fifo_mem_inst.mem,4096
sync_inst.rd_ptr_gray_r,18
wr_full_inst.wr_ptr,9
sync_inst.wr_ptr_gray_r,18
fifo_mem_inst.rd_data,16
rd_empty_inst.rd_ptr,9
-- cells by family after synthesis --
family                   after synthesis  share of synthesized area
XOR/XNOR                              59                   0.002821
multiplexers                        4100                     0.2520
adder cells (fa/ha/maj)               73                   0.005355
AND/OR/NAND/NOR                     1248                    0.04223
flip-flops                          4166                     0.5691
buffers and inverters               1439                    0.03309
AND-OR/OR-AND                       2124                    0.09542
-- where the power goes --
part | switching (W) | total [W] | internal, W | leakage [nW]
clock | 0.0169 | 0.0394 | 0.0224 | 8.08
sequential | 0.00294 | 0.0431 | 0.0401 | 57.5
combinational | 0.0155 | 0.0260 | 0.0105 | 46.9
-- cell type report --
cell class / count / area (um2)
antenna: 612 / 1531
clock buffer: 718 / 14160
clock inverter: 158 / 2296
fill: 56610 / 374400
inverter: 35 / 131.4
multi-input combinational: 7604 / 74210
sequential: 4166 / 104300
tap: 8064 / 10090
timing repair buffer: 2246 / 26140
-- cell usage in the layout, fill, tap and decap left out, drive strengths merged, types with 4 or more instances in the layout --
cell	netlist	final
inv	35	48
buf	355	2216
a2bb2oi	7	7
nor3	44	44
clkinvlp	0	9
ha	64	64
o2111ai	6	6
dfrtp	4166	4166
xnor2	45	45
nand2b	5	5
clkdlybuf4s50	0	20
nand4	318	318
and3	21	21
nand3	109	109
clkinv	0	97
dlygate4sd3	0	8
and4	253	253
nor2	24	24
a22oi	796	796
diode	0	612
or4	12	12
nand2	319	319
nor4	110	110
o21ai	30	30
nor2b	7	7
a221oi	606	606
a22o	610	610
o211ai	5	5
clkbuf	1049	719
xor2	14	14
mux2	4096	4096
a222oi	27	27
and2	20	20
fa	9	9
mux2i	4	4
bufinv	0	39
a21oi	6	6
-- metrics by stage --
stage,power [W],hold slack [ps],setup TNS (ps),cells
6_report,0.1085,-25.02,-4152,23600
2_1_floorplan,0.05284,331.2,0,13210
3_3_place_gp,0.06655,333.7,-5381,22060
3_5_place_dp,0.06646,336.5,-4541,22060
5_1_grt,0.1103,43.60,-2277,23190
4_1_cts,0.1064,10.93,-6495,22970
-- layer usage --
layer,vias up,global-route usage
met5,-,0.1554
met4,239,0.4716
met3,5633,0.4298
met2,15820,0.6068
met1,84800,0.5262
li1,53780,-
-- what timing repair did --
item | CTS | global route
gates resized | 68 | 65
cloned | 0 | 1
setup endpoints to repair | 31 | 18
pin swaps | 36 | 28
hold endpoints to repair | 18 | 1
hold buffers | 8 | 1
buffers inserted | 26 | 15
-- how the worst max path moves through the flow --
stage | startpoint | to | slack [ps] | cells after the start
CTS | sync_inst.rd_ptr_gray_r[1][8] | almost_full | -1230 | 19
finish | sync_inst.rd_ptr_gray_r[1][8] | almost_full | -1110 | 20
global route | sync_inst.rd_ptr_gray_r[1][8] | almost_full | -1300 | 20
-- worst max-delay path, cell delays in order, from the launching register on --
cell and delay, ps:
dfrtp_1 410, xor2_2 200, xnor2_2 150, xor2_1 160, buf_4 150, xor2_4 160
xnor2_2 210, xnor2_2 140, buf_6 140, xnor2_2 120, ha_2 200, inv_2 40
buf_6 100, fa_2 370, a31oi_4 180, buf_4 140, xor2_1 130, nand3_1 110
o41ai_2 410, buf_4 160, buf_2 80
Power and IR drop assume default switching activity.
